<file path="config.mk">
export PLATFORM = sky130hd
export DESIGN_NAME = pc_counter
export DESIGN_NICKNAME = pc_counter
export VERILOG_FILES = /design/flow/design.v
export SDC_FILE = /design/flow/constraint.sdc
export NUM_CORES = 4
export LEC_CHECK = 1
export CORE_AREA = 10 10 70 70
export DIE_AREA = 0 0 80 80
</file>
<file path="constraint.sdc">
current_design pc_counter

set clk_period 4.1
set clk_io_pct 0.2

create_clock -name clk0 -period $clk_period [get_ports {clock}]

set non_clock_inputs [all_inputs -no_clocks]
set_input_delay [expr $clk_period * $clk_io_pct] -clock clk0 $non_clock_inputs
set_output_delay [expr $clk_period * $clk_io_pct] -clock clk0 [all_outputs]
</file>
<file path="design.v">
`timescale 1ns / 1ps
module eight_bit_MUX(input[7:0] a, input [7:0] b, input s, output reg [7:0] c);
    always @*
        c <= s ? b : a;
endmodule
module nine_bit_MUX(input[8:0] a, input [8:0] b, input s, output reg [8:0] c);
    always @*           
        c <= s ? b : a;
endmodule
module pc_counter(input clock, input reset, input take_branch, input[7:0] immediate, output reg [7:0] addr);
    always @(posedge clock, posedge reset) begin
        if (reset) addr = 0;
        else if (take_branch) addr = addr + (immediate);
        else addr = addr + 1;
    end
endmodule
module pdatapath_top(
		input wire clk,				 
		input wire top_pb_clk,		 
        input wire rst_general,		 
		output [7:0] led,			 
		output wire ovf_ctrl,    	 
		output [3:0] disp_en,		 
		output [6:0] seg7_output	 
    );
    wire [7:0] alu_input1, alu_input2;
    wire [7:0] alu_output;
    wire [2:0] ALUOp;
    wire       alu_ovf;
    wire       take_branch;
    wire [15:0] instruction;
    wire [3:0] opcode;
    wire [1:0] rs_addr;
    wire [1:0] rt_addr;
    wire [1:0] rd_addr;
    wire [7:0] immediate;
    wire RegDst;
    wire RegWrite;
    wire ALUSrc1;
    wire ALUSrc2;
    wire MemWrite;
    wire MemToReg;
    wire [1:0] regfile_WriteAddress; 
    wire [8:0] regfile_WriteData; 
    wire [8:0] regfile_ReadData1; 
    wire [8:0] regfile_ReadData2; 
    wire [8:0] alu_result;
    wire [8:0] Data_Mem_Out;
	wire [7:0] zero_register;
	wire [7:0] pc;
	wire pb_clk_debounced;
	assign zero_register = 8'b0;	 
	assign alu_result = {alu_ovf, alu_output};
    assign led = alu_output;
	assign ovf_ctrl = alu_ovf;
    debounce debounce_clk(
        .clk_in(clk),
        .rst_in(rst_general),
        .sig_in(top_pb_clk),
        .sig_debounced_out(pb_clk_debounced)
    );
	Adaptor_display display(
		.clk(clk), 					 
		.input_value(alu_output),	 
		.disp_en(disp_en),			 
		.seg7_output(seg7_output)	 
	);
    pc_counter COUNT(.reset(rst_general), .clock(pb_clk_debounced), .addr(pc), .take_branch(take_branch), .immediate(immediate));
    instr_mem instruction_mem(.a(pc), .spo(instruction));
    inst_decoder DEC(.instruction(instruction), .opcode(opcode), .rs_addr(rs_addr), .rt_addr(rt_addr), .rd_addr(rd_addr), .immediate(immediate), .RegDst(RegDst), .RegWrite(RegWrite), .ALUSrc1(ALUSrc1), .ALUSrc2(ALUSrc2), .ALUOp(ALUOp), .MemWrite(MemWrite), .MemToReg(MemToReg));
    eight_bit_MUX MUX1(regfile_ReadData1[7:0], zero_register, ALUSrc1, alu_input1);
    eight_bit_MUX MUX2(regfile_ReadData2[7:0], immediate, ALUSrc2, alu_input2);
	eightbit_alu ALU(.a(alu_input1), .b(alu_input2), .s(ALUOp), .f(alu_output), .ovf(alu_ovf), .take_branch(take_branch));
    regfile REGFILE(.rd0_addr(rs_addr), .rd1_addr(rt_addr), .wr_en(RegWrite), .rst(right_pb_rst_general), .clk(pb_clk_debounced), .wr_addr(regfile_WriteAddress),
	  .wr_data(regfile_WriteData), .rd0_data(regfile_ReadData1), .rd1_data(regfile_ReadData2)); 
	data_memory mem(.clk(clk), .we(MemWrite), .a(alu_output), .d(regfile_ReadData2), .spo(Data_Mem_Out));
	nine_bit_MUX MUX3(alu_result, Data_Mem_Out, MemToReg, regfile_WriteData);
    eight_bit_MUX MUX4(rt_addr, rd_addr, RegDst, regfile_WriteAddress);
	vio_0 VIO(.clk(clk), 
	   .probe_in0(alu_output),
	   .probe_in1(alu_ovf),
	   .probe_in2(take_branch),
	   .probe_in3(regfile_ReadData1),
	   .probe_in4(regfile_ReadData2),
	   .probe_in5(alu_input1),
	   .probe_in6(alu_input2),
	   .probe_in7(regfile_WriteData),
	   .probe_in8(Data_Mem_Out),
	   .probe_in9(opcode),
	   .probe_in10(rs_addr),
	   .probe_in11(rt_addr),
	   .probe_in12(rd_addr),
	   .probe_in13(immediate),
	   .probe_in14(RegDst),
	   .probe_in15(RegWrite),
	   .probe_in16(ALUSrc1),
	   .probe_in17(ALUSrc2),
	   .probe_in18(ALUOp),
	   .probe_in19(MemWrite),
	   .probe_in20(MemToReg),
	   .probe_in21(pc),
	   .probe_in22(instruction));
endmodule
</file>
<file path="run.sh">
#!/bin/bash
# OpenROAD 26Q1-2900-gdf79404cd8, Yosys 0.63+post, stock flow scripts
make -C /OpenROAD-flow-scripts/flow DESIGN_CONFIG=/design/flow/config.mk WORK_HOME=/design/flow/orfs finish
</file>
==> flow_metrics.env <==
# flow metrics
export IMPL_nFillCells=373
export IMPL_hold_path_endpoint="addr[0]$_DFF_PP0_"
export IMPL_min_path_type="reg -> reg"
export IMPL_pin_count=19
export IMPL_grt_pass1_wl_mm=2.145
export IMPL_hold_buffers=0
export IMPL_worst_slew_pin_slew_ns=0.3356
export IMPL_ys_sh_aoi=0.1227
export IMPL_topCellsByArea="dfrtp_1 (36%), ha_1 (16%), xnor2_1 (6.4%)"
export IMPL_cts_sinks=8
export IMPL_track_usage=0.04335
export IMPL_dr_pass1_iters=4
export IMPL_die_area_sq_um=6400
export IMPL_seqCellArea_sq_um=200.2
export IMPL_run_status="completed"
export IMPL_vias=442
export IMPL_critical_path_class="in -> reg"
export IMPL_final_layout_size_suffix_gt1_frac=0.05195
export IMPL_end_kind="flip-flop"
export IMPL_postCtsSetupBuffers=0
export IMPL_clk_latency_ns=0.25
export IMPL_io_buffers=18
export IMPL_diodes=0
export IMPL_clock_power_share=0.117
export IMPL_yosys_top_cells_count="dfrtp_1 (8), ha_1 (7), inv_1 (6)"
export IMPL_ys_sh_xor=0.07955
export IMPL_antenna_found_initial=0
export IMPL_post_layout_total_power_w=0.0005041
export IMPL_ff_type="dfrtp_1"
export IMPL_vdd_drop_max_mv=0.2234
export IMPL_ys_types=23
export IMPL_hold_ws_ns=0.5350
export IMPL_p_sw_w=0.0001729
export IMPL_mux_share=0
export IMPL_p_per_area_nw_per_um2=621.7
export IMPL_drc=0
export IMPL_openroad_warnings=25
export IMPL_die_w_microns=80
export IMPL_synth_avg_cell_area_sq_um=9.831
export IMPL_p_leak_nw=0.3575
export IMPL_power_internal_w=0.0003312
export IMPL_rrSetupSlack_ns=2.30
export IMPL_yosys_stat_chipArea_sq_um=550.5
export IMPL_yosys_area_top_type_share=0.3636
export IMPL_max_freq_ghz=0.3717
export IMPL_grt_max_degree=9
export IMPL_switching_share=0.3430
export IMPL_final_core_util=0.2374
export IMPL_finalClockPeriodUsage=0.6562
export IMPL_synthTopLogicFamily="simple AND/OR/NAND/NOR gates"
export IMPL_slew_headroom=0.7760
export IMPL_path_clk_slew_ns=0.05
export IMPL_cpMaxStageDelayCell="clkdlybuf4s50_1"
export IMPL_rsz0062_at_grt="no"
export IMPL_ys_seq_elements=8
export IMPL_cts_root_buf="clkbuf_4"
export IMPL_synth_seq_share=0.3636
export IMPL_via_per_inst=3.593
export IMPL_fin_skew_ns=0.002798
export IMPL_most_common_cell="dfrtp_1"
export IMPL_cp_required_ns=4.28
export IMPL_seqPwrFrac=0.298
export IMPL_combGateArea_sq_um=327.8
export IMPL_setup_tns_ns=0
export IMPL_ys_sh_adder=0.1955
export IMPL_simple_gate_area_frac=0.1977
export IMPL_syn_cell_area_sq_um=550.5
export IMPL_critPathMaxFanout=8
export IMPL_min_period_ns=2.690
export IMPL_path_cells="clkdlybuf4s50_1, nand2b_1, ha_1, inv_1, fa_1, nor2b_4, o31a_1, or4_1, nand3_1"
export IMPL_ant_nets=0
export IMPL_yosysTopAreaCell="dfrtp_1"
export IMPL_fp_utilization=0.1612
export IMPL_overflow=0
export IMPL_async_flop_share=1.000
export IMPL_hpwlAfterDp_mm=1.133
export IMPL_ff2ff_path_depth=7
export IMPL_ys_warnings_count=1
export IMPL_die_h_microns=80
export IMPL_hold_viol=0
export IMPL_cts_resized_gates=0
export IMPL_slowest_delay_ns=0.62
export IMPL_ys_cells=56
export IMPL_cts_inserted_buffers=3
export IMPL_edf_count=0
export IMPL_critPathLaunchType="input port"
export IMPL_wire_per_inst_microns=11.02
export IMPL_cts_tree="yes"
export IMPL_setup_viol=0
export IMPL_netlist_instances=56
export IMPL_share_comb_of_total_power=0.584
export IMPL_slew_viol_final=0
export IMPL_largest_reg_flops=8
export IMPL_min_from="addr[0]$_DFF_PP0_"
export IMPL_core_area_sq_um=3416
export IMPL_htreeDepth=1
export IMPL_worst_r2r_endpoint="addr[6]$_DFF_PP0_"
export IMPL_worstPathArrival_ns=2.87
export IMPL_r2r_start="addr[0]$_DFF_PP0_"
export IMPL_place_congestion=0.7800
export IMPL_drtIter0Drc=4
export IMPL_rows=21
export IMPL_syn2layout_area_growth_pct=47.27
export IMPL_drv_cap=0
export IMPL_grt_pass1_vias=449
export IMPL_wl_mm=1.356
export IMPL_clock_path_buffers=2
export IMPL_hold_depth=1
cells in the final DEF (no fill, tap or decap), types with 3 or more instances in the layout:
cell type	Yosys	layout
clkdlybuf4s50_1	0	18
dfrtp_1	8	8
ha_1	7	7
inv_1	6	6
and2_1	5	5
a21oi_1	5	5
xnor2_1	4	4
nand2_1	3	3
nand3_1	3	3
clkbuf_4	0	3
per-stage QoR:
stage,instance area [sq um],setup slack (ns),std cells
3_3_place_gp,788.3,1.199,120
4_1_cts,810.8,1.422,123
3_5_place_dp,788.3,1.158,120
5_1_grt,810.8,1.359,123
6_report,810.8,1.410,123
2_1_floorplan,550.5,1.847,56
power by group through the flow:
stage	Combinational (W)	Sequential, W	Clock [W]
4_1_cts	0.000300	0.000151	0.0000622
6_report	0.000295	0.000150	0.0000591
5_1_grt	0.000331	0.000158	0.0000698
final cells by class:
class,count,share of cell area
Timing Repair Buffer,18,0.2222
Sequential cell,8,0.2469
Clock buffer,3,0.02778
Inverter,6,0.02778
Multi-Input combinational cell,42,0.4043
Tap cell,46,0.07099
critical path: cells and delay by family:
| kind | cells | cell delay (ns) |
|---|---|---|
| AND/OR/NAND/NOR | 4 | 0.64 |
| buffers and inverters | 2 | 0.69 |
| AND-OR/OR-AND | 1 | 0.27 |
| adder cells (fa/ha/maj) | 2 | 0.45 |
per-layer routing:
layer  up-vias  GRT usage  wire length [microns]
li1        235          -                      -
met1       192    0.05958                    670
met4         0   0.001761                      0
met5         -          0                      0
met2        15    0.05698                    509
met3         0    0.02955                    177
how the worst max path moves through the flow:
stage	from	endpoint	slack (ns)	cells after the start
final	take_branch	addr[6]$_DFF_PP0_	1.41	9
after global routing	take_branch	addr[6]$_DFF_PP0_	1.36	9
after CTS	take_branch	addr[6]$_DFF_PP0_	1.42	9
kinds of logic after synthesis:
| logic type | after synthesis |
|---|---|
| xor+xnor | 5 |
| simple gates | 18 |
| fa+ha+maj | 8 |
| compound gates | 11 |
| flops | 8 |
| buf+inv | 6 |
Power figures rest on the tool's default switching activity, not on a simulated workload.
